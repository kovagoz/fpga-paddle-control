==> ./design.v <==
module Vga(
  input  i_Clk,
  input  i_Video,
  output o_HSync,
  output o_VSync,
  output o_HBlank,
  output o_VBlank,
  output o_HReset,
  output o_VReset,
  output o_Video);
  parameter p_HPOS = 1;
  parameter p_VPOS = 1;
  reg [9:0] x = p_HPOS;
  reg [9:0] y = p_VPOS;
  reg rx = 0;
  reg ry = 0;
  reg bx = 0;
  reg by = 0;
  always @(posedge i_Clk) begin
    if (x == 640 + 16 + 1   + 96 - 1   + 48)
      x <= 1;
    else
      x <= x + 1;
  end
  always @(negedge i_Clk) begin
    rx <= x == 640 + 16 + 1   + 96 - 1   + 48 - 1;
    bx <= x >= 640 && x < 640 + 16 + 1   + 96 - 1   + 48;
  end
  always @(posedge i_Clk) begin
    if (o_HReset) begin
      if (y == 480 + 10 + 1   + 2 - 1   + 33)
        y <= 1;
      else
        y <= y + 1;
    end
  end
  always @(negedge i_Clk) begin
    ry <= y == 480 + 10 + 1   + 2 - 1   + 33;
    by <= y > 480 && y <= 480 + 10 + 1   + 2 - 1   + 33;
  end
  assign o_HSync = (x < 640 + 16 + 1) || (x > 640 + 16 + 1   + 96 - 1);
  assign o_VSync = (y < 480 + 10 + 1) || (y > 480 + 10 + 1   + 2 - 1);
  assign o_HBlank = bx;
  assign o_VBlank = by;
  assign o_HReset = rx;
  assign o_VReset = ry;
  assign o_Video = (x <= 640 && y <= 480 && i_Video);
endmodule
module Paddle(
  input i_Clk,
  input i_VSync,
  input i_HReset,
  input i_VReset,
  input i_555_Output,  
  output o_555_Trigger,
  output o_Video);
  parameter p_PADDLE_HEIGHT   = 55;
  parameter p_PADDLE_DISTANCE = 30;
  parameter p_PADDLE_WIDTH    = 12;
  reg [5:0] paddle = 1;
  reg [5:0] dx = 0;
  assign o_Video = ~i_555_Output
    && paddle > 0
    && paddle <= p_PADDLE_HEIGHT
    && dx > p_PADDLE_DISTANCE
    && dx < p_PADDLE_DISTANCE + p_PADDLE_WIDTH;
  assign o_555_Trigger = i_VSync;
  always @(posedge i_Clk) begin
    if (i_VReset) begin
      paddle <= 1;
    end else if (i_HReset && ~i_555_Output && paddle > 0) begin
      paddle <= paddle + 1;
    end
  end
  always @(posedge i_Clk) begin
    if (i_HReset) begin
      dx <= 0;
    end else if (dx < 63) begin
      dx <= dx + 1;
    end
  end
endmodule
module Main(
  input  i_Clk,
  input  io_PMOD_1,
  output io_PMOD_2,
  output o_VGA_HSync,
  output o_VGA_VSync,
  output o_VGA_Red_0,
  output o_VGA_Red_1,
  output o_VGA_Red_2,
  output o_VGA_Grn_0,
  output o_VGA_Grn_1,
  output o_VGA_Grn_2,
  output o_VGA_Blu_0,
  output o_VGA_Blu_1,
  output o_VGA_Blu_2);
  wire w_Video;
  wire w_HReset;
  wire w_VReset;
  wire w_PaddleVideo;
  Paddle left(
    .i_Clk(i_Clk),
    .i_VSync(o_VGA_VSync),
    .i_HReset(w_HReset),
    .i_VReset(w_VReset),
    .i_555_Output(io_PMOD_1),
    .o_555_Trigger(io_PMOD_2),
    .o_Video(w_PaddleVideo)
  );
  Vga vga(
    .i_Clk(i_Clk),
    .i_Video(w_PaddleVideo),
    .o_HSync(o_VGA_HSync),
    .o_VSync(o_VGA_VSync),
    .o_HReset(w_HReset),
    .o_VReset(w_VReset),
    .o_Video(w_Video)
  );
  assign o_VGA_Red_0 = w_Video;
  assign o_VGA_Red_1 = w_Video;
  assign o_VGA_Red_2 = w_Video;
  assign o_VGA_Grn_0 = w_Video;
  assign o_VGA_Grn_1 = w_Video;
  assign o_VGA_Grn_2 = w_Video;
  assign o_VGA_Blu_0 = w_Video;
  assign o_VGA_Blu_1 = w_Video;
  assign o_VGA_Blu_2 = w_Video;
endmodule
==> ./run.sh <==
#!/bin/bash
# OpenROAD 26Q1-2900-gdf79404cd8, Yosys 0.63+post, stock flow scripts
make -C /OpenROAD-flow-scripts/flow DESIGN_CONFIG=/design/flow/config.mk WORK_HOME=/design/flow/orfs finish
==> ./config.mk <==
export PLATFORM = sky130hd
export DESIGN_NAME = Main
export DESIGN_NICKNAME = Main
export VERILOG_FILES = /design/flow/design.v
export SDC_FILE = /design/flow/constraint.sdc
export NUM_CORES = 4
export LEC_CHECK = 1
export CORE_UTILIZATION = 40
==> ./constraint.sdc <==
current_design Main

set clk_period 3.4
set clk_io_pct 0.2

create_clock -name clk0 -period $clk_period [get_ports {i_Clk}]

set non_clock_inputs [all_inputs -no_clocks]
set_input_delay [expr $clk_period * $clk_io_pct] -clock clk0 $non_clock_inputs
set_output_delay [expr $clk_period * $clk_io_pct] -clock clk0 [all_outputs]
==> run summary <==
Yosys warns: 2
Maximum vdd drop: 0.210 mV
Global-route wire length before repair: 5260 µm
DP Wirelength: 2100 µm
DRT Pass-1 Iters: 4
PD cells: 348 mW/mm²
Cell area leaders: dfxtp_1 26%, edfxtp_1 16%, ha_1 6.8%
Chip area: 0.00485 mm²
Worst Tran Pin Value: 382 ps
Io pins: 14
Flops & latches, synth: 34
Leakage power: 0.732 nW
DRC viols: 0
Status: finished clean
Per-cell routed wire length: 11.8 µm
Setup TNS: 0 ps
Critical setup path kind: reg2out
Post-synth cell types: 40
Clock Skew: 57.8 ps
Worst EP required: 2720 ps
Switching part of the total power: 20.6%
Area Growth Syn to Fin: 11.1%
CP Buf/Inv Count: 3
Starting Density: 41.7%
Worst reg-to-reg setup slack: 400 ps
Met3 Wirelength: 88 µm
RSZ-0062 raised after global routing: no
Post_cts resized: 0
DP Worst Slack: 374 ps
Ys cells: 191
Via density per instance: 5.12
Worst-path fanout max: 9
Worst-path clk slew: 70 ps
CTS sink count: 34
MaxCap Viol Count: 0
Core ar.: 0.00438 mm²
Design Power: 0.000708 W
Setup violations, final: 0
Largest area contributor in the netlist: dfxtp_1
Period utilization: 94.3%
Crit end category: output pin
Layout cells sized above 1: 7.43%
GP Congestion: 0.887
N_diodes: 0
Pin count of the biggest net entering global routing: 15
Total net switching power: 0.000146 W
WL final: 2990 µm
Setup ws final: 193 ps
Design Area, Final: 0.00203 mm²
Vias in the first global route: 1195
Crit-path slowest cell: edfxtp_1
Top Metal Used: met4
Hold Vio Cnt, Final: 0
Part of the power in registers: 58.6%
Yosys Chip Area: 0.00183 mm²
Max-slew violations: 0
Avg Cell Area, Syn: 9.58 µm²
Top cell family by delay on the critical path: buffers and inverters
Initial antenna violation count: 0
Arrival time worst endpoint: 2530 ps
Crit start category: flop
Comb power frac: 0.3%
Cell Chain, Critical Path: inv_1 > ha_1 > nor4b_1 > o22ai_1 > nor4_1 > buf_4 > clkdlybuf4s50_1
Top cells excl fill/tap: 24 x nor2_1, 24 x dfxtp_1, 14 x xnor2_1
Peak Freq: 312 MHz
Tmin final: 3210 ps
1st-iter DRT viols: 75
WL met2: 1310 µm
Clk buf depth: 2
Tally of OpenROAD warnings: 33
Setup bufs post-CTS: 0
Synth Instances: 191
Chip Width: 69.6 µm
Via count: 1300
Hold Path Class: reg2reg
Clk Latency, worst-skew pair: 340 ps
Slew HR: 74.5%
Area leader share: 26.3%
# H-tree levels: 2
Dpl cell area: 0.00195 mm²
Sequential area share after synthesis: 42.7%
Hold buffer count at cts: 0
Grt ovf: 0
Netlist Area Pre-Place: 0.00183 mm²
Clock network power share: 41.1%
Cell-internal power: 0.000562 W
Number of port buffers: 13
Antenna-violating nets left: 0
GRT Util Overall: 13.4%
Cell Rows: 24
Metal-1 WL: 1540 µm
CP max stage delay: 500 ps
Die height: 69.6 µm
Number of CTS-inserted buffers: 5
Clock root buffer: clkbuf_8
CTS tree: built
[routing by layer]
metal | global-route usage (%) | vias up
li1 | - | 673
met1 | 21.3 | 604
met2 | 20.0 | 16
met3 | 2.51 | 7
met4 | 2.44 | 0
met5 | 0 | -
[power by group through the flow]
stage         Clock (W)  Sequential, W  Combinational [W]
CTS            0.000302       0.000415         0.00000218
finish         0.000291       0.000415         0.00000215
global route   0.000314       0.000414         0.00000236
[layout make-up]
type | count | area, µm²
tap | 52 | 65.1
timing repair buffer | 15 | 145
multi-input combinational | 132 | 911
inverter | 11 | 41.3
sequential | 34 | 781
clock buffer | 7 | 76.3
fill | 409 | 2350
clock inverter | 3 | 12.5
[final timing paths]
check | from | end | cells after the start
min | vga.x[0] | vga.x[0] | 1
min reg2reg | vga.x[0] | vga.x[0] | 1
max reg2reg | vga.y[1] | vga.ry | 4
max | vga.y[0] | o_VGA_Red_2 | 7
[metrics by stage]
stage	util [%]	cells	hold WS, ps
after global placement	44.4	245	430
after detailed placement	44.4	245	440
final	46.3	254	460
after CTS	46.3	254	457
after floorplan	-	191	412
after global routing	46.3	254	483
[state kept, by name, indices dropped and copies added, names as in the netlist]
signal,cells
vga.x,10
vga.y,10
left.dx,6
left.paddle,6
vga.rx,1
vga.ry,1
[synth_stat cells]
cell type	count
o21ai_0	3
o22ai_1	1
mux2i_1	3
nor4_1	4
nand3b_1	1
nand2b_1	3
dfxtp_1	24
and2_1	2
or3b_4	1
nand3_2	1
buf_4	9
a31oi_1	3
a221oi_1	1
a211oi_1	3
inv_1	12
nor2_2	1
xnor2_1	14
a21oi_1	3
nand3_1	12
or4_1	1
edfxtp_1	10
nor2_1	24
o21ai_2	1
nor4b_1	1
nor4b_4	1
ha_1	10
buf_6	1
nor2b_1	3
mux2_2	1
nand4_1	7
and3_1	3
buf_2	2
nor3_1	3
and3b_1	1
clkbuf_1	1
xor2_1	9
nor4bb_1	1
o211ai_1	1
nand2_1	8
or4b_4	1
[cell families (layout without fill, tap and decap cells)]
group / after synthesis / count (layout) / share of synthesized area, %
simple gates: 79 / 79 / 24.1
xor+xnor: 23 / 23 / 11.0
compound gates: 16 / 16 / 5.61
mux: 4 / 4 / 2.26
fa+ha+maj: 10 / 10 / 6.84
flops: 34 / 34 / 42.7
buf+inv: 25 / 36 / 7.52
Power figures rest on the tool's default switching activity, not on a simulated workload.
